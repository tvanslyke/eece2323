==> design.v <==
`timescale 1ns / 1ps
module alu_regfile(
	input rst, 
	input clk, 
	input RegWrite, 
	input [1:0] ReadAddr1, 
	input [1:0] ReadAddr2, 
	input [1:0] WriteAddr, 
	input [8:0] WriteData,
	input [7:0] Instr_i,
	input ALUSrc1,
	input ALUSrc2,
	input [2:0] ALUOp,
	output wire [7:0] result,
	output wire [7:0] input1,
	output wire [7:0] input2,
	output wire ovf,
	output wire take_branch,
	output wire [8:0] reg_data0,
	output wire [8:0] reg_data1
);
	reg_file RegFile(
		.rst(rst),
		.wr_en(RegWrite),
		.clk(clk),
		.rd0_addr(ReadAddr1),
		.rd1_addr(ReadAddr2),
		.wr_addr(WriteAddr),
		.wr_data(WriteData),
		.rd0_data(reg_data0),
		.rd1_data(reg_data1)
	);
	assign input1 = ALUSrc1 ? 8'b0000_0000 : reg_data0; 
	assign input2 = ALUSrc2 ? Instr_i : reg_data1;
	eightbit_alu EightbitALU(
		.a(input1),
		.b(input2),
		.s(ALUOp),
		.f(result),
		.ovf(ovf),
		.take_branch(take_branch)
	);
endmodule
module eightbit_alu(
		input signed [7:0] a,
		input signed [7:0] b,
		input [2:0] s, 
		output reg [7:0] f, 
		output reg ovf, 
		output reg take_branch
	);
	always @(a, b, s) begin
		case(s)
			0: f = a + b;
			1: f = ~b;
			2: f = a & b;
			3: f = a | b;
			4: f = a >>> 1;
			5: f = a << 1;
			6: f = 0;
			7: f = 0;
		endcase
		ovf = (s == 0) && (f[7] != a[7]) && (f[7] != b[7]);
		take_branch = ((s == 6) && (a == b)) || ((s == 7) && (a != b));
	end
endmodule
module reg_file(
	input rst, 
	input clk, 
	input wr_en, 
	input [1:0] rd0_addr, 
	input [1:0] rd1_addr, 
	input [1:0] wr_addr, 
	input [8:0] wr_data,
	output reg [8:0] rd0_data,
	output reg [8:0] rd1_data
);
	reg [3:0] [8:0] storage;
	always @(posedge clk) begin
		if(rst) begin
			storage[0] <= 0;
			storage[1] <= 0;
			storage[2] <= 0;
			storage[3] <= 0;
		end else if(wr_en) begin
			storage[wr_addr] <= wr_data;
		end else begin
			rd0_data <= storage[rd0_addr];
			rd1_data <= storage[rd1_addr];
		end
	end
endmodule
==> run.sh <==
#!/bin/bash
# OpenROAD 26Q1-2900-gdf79404cd8, Yosys 0.63+post, stock flow scripts
make -C /OpenROAD-flow-scripts/flow DESIGN_CONFIG=/design/flow/config.mk WORK_HOME=/design/flow/orfs finish
==> config.mk <==
export PLATFORM = sky130hd
export DESIGN_NAME = alu_regfile
export DESIGN_NICKNAME = alu_regfile
export VERILOG_FILES = /design/flow/design.v
export SDC_FILE = /design/flow/constraint.sdc
export NUM_CORES = 4
export LEC_CHECK = 1
export CORE_UTILIZATION = 40
==> constraint.sdc <==
current_design alu_regfile

set clk_period 5.3
set clk_io_pct 0.2

create_clock -name clk0 -period $clk_period [get_ports {clk}]

set non_clock_inputs [all_inputs -no_clocks]
set_input_delay [expr $clk_period * $clk_io_pct] -clock clk0 $non_clock_inputs
set_output_delay [expr $clk_period * $clk_io_pct] -clock clk0 [all_outputs]
==> results.ini <==
[power]
vdd_drop_max_mv=0.204
p_total_mw=0.877
leakagePower_nw=1.64
p_per_area_mw_per_mm2=205

[clock_tree]
clk_pin_slew_worst_paths_ns=0.08
cts_tree=yes
ctsRootBufferMaster=clkbuf_8
cts_num_sinks=54
hold_buffers=0
numCtsBuffers=5
clk_latency_ns=0.30
cts_resized=0
post_cts_buffers=0
clockBufferDepth=2
htreeDepth=2

[routing]
vias_per_cell=5.60
drc=0
dr_total_vias=2819
ant_nets=0
post_drt_wl_per_cell_um=16.9
firstDrtPassIters=4
drtIter0Drc=121
diodes=0
wl_um=8500

[sta]
clock.fmax_ghz=0.196
slew_viol_final=0
fin_skew_ns=0.00422
finalHoldViolCount=0
fin_crit_sh=0.962
grt_setup_unrepaired=no
fin_tns_setup_ns=0
worst_pin_slew_ns=0.767
fin_crit_ns=5.10
relSlewSlack=0.486
finalSetupViolCount=0

[setup_path]
reg2reg_slack_ns=4.22
rr_endpoint=RegFile.rd0_data[5]
endpoint_kind=output pin
worstPathArrival_ns=4.04
crit_path_start_kind=input port
cp.required_ns=4.24
crit_fanout=4
crit_type=in2out
timing.rr.start=RegFile.storage[32]
rr_worst_depth=1

[synthesis]
avgSynthCellArea_um2=10.3
synth_seq_share=0.375
yosys_warnings=2
top_cell_area_share=0.214
yosys_cells=325
ys_types=47
yosys_most_used_dff=dfxtp_1
edf_count=18
ys_area_mm2=0.00336
synthArstFlopShare=0
ys.flops=54
syn_area_mm2=0.00336
area_leaders=dfxtp_1 21%, edfxtp_1 16%, mux4_2 12%, a22oi_1 8.0%, ha_1 7.4%
largest_area_cell=dfxtp_1
postSynthCellCount=325

[layout]
drive_above_1_share=0.118
area_delta_synth_final_pct=27.5
stdcell_area_mm2=0.00429
stdcell_count=503
final_util=0.525
num-fill-cells=715

[floorplanning]
num_rows=33
fp.coreArea_mm2=0.00818
die_x_um=93.7
io_pins=75
die_y_um=93.7
die_area_mm2=0.00878
fp_util=0.411

[run_status]
outcome=complete, no violations

[global_routing]
antenna_found_initial=0
grt_pass1_wl_um=13400
grt-ovfl-total=0
first_global_vias=2723
grt_start_max_net_pins=38
track_usage=0.208

[placed_design]
place_inst=495
postPlaceCellArea_mm2=0.00420
hpwl_um=6260
io_buffer_count=74
gp_congestion=0.957

[flow_run]
openroad.warnings=35
cap_violations=0

[worst_hold_path]
hold_path_class=reg2reg
worstHoldStart=RegFile.storage[9]
min_path_cells=2
hold-path-endpoint=RegFile.storage[9]

[stage by stage]
stage | setup slack, ns | hold slack (ns)
after global routing | 0.0598 | 0.508
after global placement | 0.248 | 0.456
final | 0.201 | 0.472
after CTS | 0.212 | 0.473
after detailed placement | 0.221 | 0.461
after floorplan | 1.19 | 0.443
[flip-flops by register name, indices dropped and copies added, names as in the netlist]
name              flops
RegFile.rd1_data      9
RegFile.storage      36
RegFile.rd0_data      9
[cells in the mapped netlist (all sizes together) (9+ instances only)]
cell type,n
nor2,39
a22oi,36
dfxtp,36
inv,22
ha,20
edfxtp,18
mux4,18
buf,14
nand2,13
a21oi,10
nor3,9
[worst max-delay path, cell delays in order]
cell and delay [ns]:
clkdlybuf4s50_1 0.48, mux2_2 0.38, ha_1 0.25, fa_1 0.43, a21o_1 0.20, a21oi_1 0.24
xnor2_1 0.17, o32ai_1 0.11, or3_1 0.32, clkdlybuf4s50_1 0.40
[layout make-up]
type / count / area, µm² / share of cell area
Multi-Input combinational cell: 231 / 1920 / 0.448
Sequential cell: 54 / 1260 / 0.294
Tap cell: 105 / 131 / 0.0306
Clock buffer: 5 / 68.8 / 0.0160
Clock inverter: 3 / 16.3 / 0.00379
Timing Repair Buffer: 83 / 808 / 0.188
Inverter: 22 / 82.6 / 0.0193
[worst max-delay path by stage]
stage	start	endpoint	slack, ns	cells after the start
after CTS	ALUSrc2	result[4]	0.21	10
after global routing	ALUSrc1	result[4]	0.06	10
final	ALUSrc2	result[4]	0.20	10
[power by group]
group	internal, mW	leakage [nW]	switching, mW	total [mW]
Combinational	0.113	1.13	0.0971	0.210
Clock	0.0906	0.0416	0.126	0.217
Sequential	0.441	0.463	0.00909	0.450
Total	0.645	1.64	0.232	0.877
[kinds of logic (layout without fill, tap and decap cells)]
kind of cell,Yosys count,count (layout),share of synthesized area
adders and majority gates,21,21,0.0804
muxes,33,33,0.168
xor gates and xnor gates,5,5,0.0130
DFF,54,54,0.375
AOI/OAI and AO/OA,75,75,0.159
and+or+nand+nor,97,97,0.151
buffers and inverters,40,113,0.0539
[layout by cell type (no fill, tap or decap), types with 3 or more instances in the layout]
master,instances
a21o_1,4
a21oi_1,10
a221oi_1,4
a22oi_1,36
buf_4,9
clkbuf_8,5
clkdlybuf4s50_1,74
dfxtp_1,36
edfxtp_1,18
ha_1,20
inv_1,22
mux2_2,7
mux2i_1,8
mux4_2,18
nand2_1,13
nand2b_1,8
nand3_1,4
nor2_1,39
nor2b_1,7
nor3_1,7
o21ai_0,8
or3_1,3
xnor2_1,4
[routing by layer]
| layer | part of all wire | GRT usage | up-vias |
|---|---|---|---|
| li1 | - | - | 1368 |
| met1 | 0.40 | 0.283 | 1309 |
| met2 | 0.50 | 0.351 | 128 |
| met3 | 0.078 | 0.0420 | 14 |
| met4 | 0.019 | 0.0513 | 0 |
| met5 | 0 | 0 | - |
Power figures rest on the tool's default switching activity, not on a simulated workload.
