### design/flow/design.v
module eightbit_palu(
		input signed [7:0] a,
		input signed [7:0] b,
		input [1:0] s, 
		output [7:0] f, 
		output ovf
	);
	always @(a, b, s) begin
		case(s)
			0: f = a + b;
			1: f = ~b;
			2: f = a & b;
			3: f = a | b;
		endcase
		ovf = (s == 0) && (f[7] != a[7]) && (f[7] != b[7]);
	end
endmodule
### design/flow/run.sh
#!/bin/bash
# OpenROAD 26Q1-2900-gdf79404cd8, Yosys 0.63+post, stock flow scripts
make -C /OpenROAD-flow-scripts/flow DESIGN_CONFIG=/design/flow/config.mk WORK_HOME=/design/flow/orfs finish
### design/flow/config.mk
export PLATFORM = sky130hd
export DESIGN_NAME = eightbit_palu
export DESIGN_NICKNAME = eightbit_palu
export VERILOG_FILES = /design/flow/design.v
export SDC_FILE = /design/flow/constraint.sdc
export NUM_CORES = 4
export LEC_CHECK = 1
export CORE_AREA = 10 10 75 75
export DIE_AREA = 0 0 85 85
### design/flow/constraint.sdc
current_design eightbit_palu

set clk_period 8.0
set clk_io_pct 0.2

create_clock -name clk0 -period $clk_period

set non_clock_inputs [all_inputs -no_clocks]
set_input_delay [expr $clk_period * $clk_io_pct] -clock clk0 $non_clock_inputs
set_output_delay [expr $clk_period * $clk_io_pct] -clock clk0 [all_outputs]
==> out/highlights.md <==
* **Clock Buffer Count** 0
* **largest area contributor in the netlist** ha_1
* **setup ws final** 2.23 ns
* **mux share** 12.7%
* **post-synthesis cell count from yosys** 97
* **overflow left after global routing** 0
* **DR DRC count** 0
* **placer congestion estimate** 0.793
* **Top Ports** 27
* **xor-xnor portion of the synthesized cell area** 3.69%
* **Cell Chain, Critical Path** clkdlybuf4s50_1, ha_1, inv_1, fa_1, nor2b_4, o31a_1, o22ai_2, xnor2_1, mux4_2, clkdlybuf4s50_1
* **critical path buffer and inverter count** 3
* **dpl hpwl** 1550 microns
* **biggest cell delay along the critical path** 0.48 ns
* **number of standard-cell rows in the floorplan** 23
* **post-synthesis area per instance** 7.34 sq um
* **Comb power frac** 100.0%
* **area growth from synthesis to final layout** 45.0%
* **detailed-route wire length** 1830 microns
* **final setup vio count** 0
* **cell-internal power** 35.5 uW
* **Fin Setup TNS** 0 ns
* **power consumption** 59.0 uW
* **RSZ-0062 raised after global routing** false
* **number of buffers added on ports** 27
* **total tool warning count** 40
* **hold crit path type** input port to output port
* **sequential share of power** 0%
* **required arrival time at the worst endpoint** 6.40 ns
* **pin count of the biggest net entering global routing** 21
* **height of the die** 85 microns
* **clock power share** 0%
* **final hold violation count** 0
* **pre-placement core utilization** 17.5%
* **initial antenna violation count** 0
* **power dissipated by switching net loads** 23.5 uW
* **Worst path top cell family by delay** buffers and inverters
* **wire length of the first global-routing pass** 3250 microns
* **switching part of the total** 39.9%
* **sequential cell area in the final layout** 0 sq um
* **post-synth top area share** 28.1%
* **maximum resistive drop on vdd** 0.0103 mV
* **Synth area leaders** ha_1 (28%), inv_1 (11%), mux4_2 (9.5%)
* **maximum operating frequency** 173 MHz
* **area fraction in compound gates** 24.8%
* **dpl ws** 2.20 ns
* **number of routed nets with antenna violations** 0
* **proportion of synthesized chip area in sequential cells** 0%
* **status** complete, no violations
* **arrival time at the worst endpoint** 4.17 ns
* **final slew viol count** 0
* **Seq Cell Count** 0
* **kind of start point of the critical path** input port
* **kind of capture point of the worst setup path** output port
* **crit path max fanout** 4
* **DR vias/cell** 4.13
* **fin crit period** 5.77 ns
* **utilization after layout** 25.4%
* **floorplan die area** 0.00723 sq mm
* **number of synthesis warnings** 6
* **ANT cells** 0
* **post-synthesis share of cell area spent on and, or, nand and nor gates** 15.6%
* **power density over the cells** 57.1 mW/mm^2
* **number of distinct library cell variants in the gate-level netlist after synthesis** 27
* **count of hold buffers inserted by post-cts repair** 0
* **die width** 85 microns
* **placeable core area** 0.00406 sq mm
* **start-to-end type of the worst setup path** input port to output port
* **transition time of the tightest slew-check pin** 0.749 ns
* **number of cells in the finished layout apart from fillers** 171
* **Total GRT Usage** 5.09%
* **leakage power summed over all cells** 0.000468 uW
* **via count of the first global-routing pass** 699
* **count of cells resized by post-cts repair** 0
* **number of cells produced by synthesis** 97
* **fraction of the cycle the final worst path needs** 72.1%
* **drt first-iter violations** 29
* **Detailed Routing Iterations Pass 1** 4
* **WL per Instance** 10.7 microns
* **total cell area reported by yosys after synthesis** 712 sq um
* **standard cell with the maximum stage delay on the critical path** clkdlybuf4s50_1
* **Synth Area in Adders** 30.9%
* **max-slew headroom at the worst pin** 49.9%
* **largest family of logic cells by area** adder cells
* **MaxCap Viol Count** 0
* **proportion of layout cells with a drive suffix above 1** 8.26%
* **Worst path most repeated cell** clkdlybuf4s50_1
* **total instance count after detailed placement** 171
* **routed via count** 706
* **post-CTS setup repair buffer count** 0
* **post-synthesis instance area** 712 sq um
## per-stage QoR
step	hold slack (ns)	instance area [sq um]
floorplan	3.32	712
global placement	4.34	1030
detailed placement	4.35	1030
CTS	4.35	1030
global route	4.41	1030
finish	4.33	1030
## layer usage
layer	routed length, microns	global-route usage (%)	vias up
li1	-	-	381
met1	855	6.79	312
met2	870	8.72	13
met3	108	1.06	0
met4	0	0	0
met5	0	0	-
## cells by family (layout without fill, tap and decap cells)
family / Yosys count / count (layout)
AND-OR/OR-AND: 28 / 28
XOR/XNOR: 3 / 3
adder cells (fa/ha/maj): 17 / 17
buffers and inverters: 23 / 47
multiplexers: 5 / 5
AND/OR/NAND/NOR: 21 / 21
## power by group through the flow
| stage | clock [uW] | sequential (uW) | combinational [uW] |
|---|---|---|---|
| after CTS | 0 | 0 | 60.4 |
| after global routing | 0 | 0 | 67.9 |
| final | 0 | 0 | 59.0 |
## worst paths after layout
path	from	cells after the start	endpoint
max	a[0]	10	f[6]
min	b[1]	4	f[1]
## layout by cell type, fill, tap and decap left out, drive strengths merged, types with 2 or more instances in the layout
cell           synthesis  layout
mux4                   3       3
mux2                   2       2
or2                    2       2
a22oi                  3       3
clkdlybuf4s50          0      27
o21ai                  8       8
ha                    16      16
nor3                   3       3
nor2                   7       7
a21oi                  8       8
xnor2                  2       2
o211ai                 3       3
inv                   20      20
a211oi                 2       2
nand2                  4       4
## synth_stat cells
master and count:
and2b_2 1, nor3b_1 1, mux2_2 2, or2_2 2
ha_1 16, o21a_1 1, o31a_1 1, a22oi_1 3
nor2_1 7, a21oi_1 8, inv_1 20, o22ai_2 1
nand2_1 4, nand2b_1 1, nor3_1 3, fa_1 1
a21o_1 1, o21ai_0 8, nand4_1 1, o211ai_1 3
buf_2 1, mux4_2 3, xnor2_1 2, clkbuf_1 2
xor2_1 1, nor2b_4 1, a211oi_1 2
## cell type report
class / instances / area [sq um]
multi-input combinational: 74 / 624
inverter: 20 / 75.1
timing repair buffer: 27 / 270
fill: 436 / 3030
tap: 50 / 62.6
No activity file was given, so power comes from the tool's default toggle rates.
