### design/flow/run.sh
#!/bin/bash
# OpenROAD 26Q1-2900-gdf79404cd8, Yosys 0.63+post, stock flow scripts
make -C /OpenROAD-flow-scripts/flow DESIGN_CONFIG=/design/flow/config.mk WORK_HOME=/design/flow/orfs finish
### design/flow/config.mk
export PLATFORM = sky130hd
export DESIGN_NAME = alu_reg
export DESIGN_NICKNAME = alu_reg
export VERILOG_FILES = /design/flow/design.v
export SDC_FILE = /design/flow/constraint.sdc
export NUM_CORES = 4
export LEC_CHECK = 1
export CORE_UTILIZATION = 40
### design/flow/constraint.sdc
current_design alu_reg

set clk_period 4.8
set clk_io_pct 0.2

create_clock -name clk0 -period $clk_period [get_ports {clk}]

set non_clock_inputs [all_inputs -no_clocks]
set_input_delay [expr $clk_period * $clk_io_pct] -clock clk0 $non_clock_inputs
set_output_delay [expr $clk_period * $clk_io_pct] -clock clk0 [all_outputs]
### design/flow/design.v
module alu_reg(
	input rst, 
	input clk, 
	input RegWrite, 
	input [1:0] ReadAddr1, 
	input [1:0] ReadAddr2, 
	input [1:0] WriteAddr, 
	input [8:0] WriteData,
	input [7:0] Instr_i,
	input ALUSrc1,
	input ALUSrc2,
	input [2:0] ALUOp,
	output reg [7:0] result,
	output wire [7:0] input1,
	output reg [7:0] input2,
	output reg ovf,
	output reg take_branch
);
	reg [8:0] reg_data0;
	reg [8:0] reg_data1;
	reg_file RegFile(
		.rst(rst),
		.wr_en(RegWrite),
		.clk(clk),
		.rd0_addr(ReadAddr1),
		.rd1_addr(ReadAddr2),
		.wr_addr(WriteAddr),
		.wr_data(WriteData),
		.rd0_data(reg_data0),
		.rd1_data(reg_data1)
	);
	assign input1 = ALUSrc1 ? 8'b0000_0000 : reg_data0; 
	assign input2 = ALUSrc2 ? Instr_i : reg_data1;
	eightbit_alu EightbitALU(
		.a(input1),
		.b(input2),
		.s(ALUOp),
		.f(result),
		.ovf(ovf),
		.take_branch(take_branch)
	);
endmodule
module eightbit_alu(
		input signed [7:0] a,
		input signed [7:0] b,
		input [2:0] s, 
		output reg [7:0] f, 
		output reg ovf, 
		output reg take_branch
	);
	always @(a, b, s) begin
		case(s)
			0: f = a + b;
			1: f = ~b;
			2: f = a & b;
			3: f = a | b;
			4: f = a >>> 1;
			5: f = a << 1;
			6: f = 0;
			7: f = 0;
		endcase
		ovf = (s == 0) && (f[7] != a[7]) && (f[7] != b[7]);
		take_branch = ((s == 6) && (a == b)) || ((s == 7) && (a != b));
	end
endmodule
module reg_file(
	input rst, 
	input clk, 
	input wr_en, 
	input [1:0] rd0_addr, 
	input [1:0] rd1_addr, 
	input [1:0] wr_addr, 
	input [8:0] wr_data,
	output reg [8:0] rd0_data,
	output reg [8:0] rd1_data
);
	reg [3:0] [8:0] storage;
	always @(posedge clk) begin
		if(rst) begin
			storage[0] <= 0;
			storage[1] <= 0;
			storage[2] <= 0;
			storage[3] <= 0;
		end else if(wr_en) begin
			storage[wr_addr] <= wr_data;
		end else begin
			rd0_data <= storage[rd0_addr];
			rd1_data <= storage[rd1_addr];
		end
	end
endmodule
==> ci_impl_report.md <==
### Yosys + OpenROAD results

| Metric | Value |
|---|---|
| WL/cell | `14.86 um` |
| Critical Path AT | `3.58 ns` |
| DRC | `0` |
| Most frequent logic cell in the layout | `clkdlybuf4s50_1` |
| AND/OR/NAND/NOR Cells, Area Fraction | `0.1385` |
| Yosys adder share | `0.08745` |
| Ant. Diodes | `0` |
| Max_slew headroom | `0.4344` |
| CTS tree | `done` |
| Worst Path Class, Setup | `in2out` |
| Post-synth seq share | `0.3628` |
| Vias/cell | `approximately 5.3` |
| Tcrit/Tclk final | `0.9463` |
| CTS root buffer | `clkbuf_8` |
| Slew @ Worst Pin | `0.8370 ns` |
| Asr flop ratio synth | `0` |
| Total Wirelength | `about 7100 um` |
| Largest net degree at the start of global routing | `34` |
| Status | `completed` |
| Worst Hold Class | `reg2reg` |
| Die Wd | `between 80 and 90 um` |
| CTS Hold Bufs | `0` |
| Setup crit end kind | `primary output` |
| Vias in the first global route | `2410` |
| Cell variety after synth | `49` |
| Yosys stat chip area | `3090 um2` |
| Reg-to-Reg Start | `RegFile.storage[29]$_SDFFE_PP0P_` |
| Fin util | `0.5421` |
| Final hold violation count | `0` |
| Fin worst setup slack | `between 0.2 and 0.3 ns` |
| Worst setup path endpoint | `result[6]` |
| Core Region | `between 7000 and 8000 um2` |
| Unrepaired setup endpoints after global routing | `false` |
| Leakage | `1.606 nW` |
| Vias after detailed routing | `2526` |
| Xor/xnor share | `0.01417` |
| Max clock buf depth | `2` |
| First-pass GRT wire length | `approximately 12000 um` |
| Worst Reg-to-Reg Cells | `1` |
| Initial DRC Count | `around 92` |
| TNS Setup | `0 ns` |
| Core Rows | `31` |
| Max FO, Critical Path | `2` |
| Mux frac, synth | `0.1745` |
| Syn. warnings | `3` |
| Post-DP HPWL | `5403 um` |
| Final Max-Slew Violation Tally | `0` |
| Initial antenna violation count | `0` |
| Gate Count Post-Synth | `about 310` |
| FP Core Util | `0.4194` |
| # setup viols final | `0` |
| Total Die Area | `8082 um2` |
| Pwr Total | `between 0.9 and 1 mW` |
| 1st-pass router iterations | `4` |
| Max Cap Viol | `0` |
| Grt ovf | `0` |
| ANT nets after route | `0` |
| Worst VDD drop | `0.2085 mV` |
| IO Port Bufs | `55` |
| Placer Congestion | `0.8996` |
| Reg clk slew, reported paths | `0.08 ns` |
| R2r endpoint | `RegFile.rd1_data[2]$_DFFE_PP_` |
| Fmax | `0.2202 GHz` |
| WP data required | `between 3 and 4 ns` |
| Fin crit period | `4.542 ns` |
| Place WS | `-0.04401 ns` |
| Die Ht | `89.90 um` |
| Yosys cell count | `308` |
| I/O Pins | `57` |
| Worst Setup Start Kind | `input pin` |
| H-tree depth | `2` |
| Synthesized cell area | `3090 um2` |
| Clk sinks | `48` |
| Log Warnings | `36` |
| Pwr/cell area | `237.5 nW/um2` |
| Prevailing logic family in the synthesized netlist | `multiplexers` |
| Post-Synthesis Mean Instance Area | `10.03 um2` |
| Aoi share | `0.1664` |
| Area Growth Syn to Fin | `29.27%` |
| Clock Latency Late Sink | `0.30 ns` |
| Number of enable flip-flop cells | `16` |
| Synth Flop Type | `dfxtp_1` |
| Post-route clock skew | `about 0.0052 ns` |
| Layout cells sized above 1 | `0.1689` |
| Ys flops | `48` |
| GRT Overall Usage | `0.1859` |
| Worst setup path start | `Instr_i[0]` |
| Num CTS Buffers | `5` |
| R2r setup slk | `3.72 ns` |
| Top Layout Cells | `clkdlybuf4s50_1 (53), nor2_1 (39), a22oi_1 (34)` |
[worst min-delay path by stage]
stage,start,end,slack [ns],depth (start not counted)
4_1_cts,RegFile.storage[30]$_SDFFE_PP0P_,RegFile.storage[30]$_SDFFE_PP0P_,0.53,2
5_1_grt,RegFile.storage[9]$_SDFFE_PP0P_,RegFile.storage[9]$_SDFFE_PP0P_,0.55,2
6_report,RegFile.storage[10]$_SDFFE_PP0P_,RegFile.storage[10]$_SDFFE_PP0P_,0.53,2
[critical path: stages]
cell,delay (ns)
clkdlybuf4s50_1,0.42
mux2i_1,0.18
inv_1,0.08
ha_1,0.23
fa_1,0.41
a21o_1,0.20
a21o_1,0.19
a21oi_1,0.18
mux2i_1,0.09
o21ai_1,0.14
clkdlybuf4s50_1,0.47
[where the power goes]
| group | internal (mW) | switching (mW) | total [mW] |
|---|---|---|---|
| registers | 0.432 | 0.00652 | 0.439 |
| clock network | 0.154 | 0.129 | 0.283 |
| logic | 0.124 | 0.103 | 0.227 |
| total | 0.710 | 0.238 | 0.949 |
[repair_timing]
action,CTS,global route
buffers inserted,0,0
cloned,0,0
gates resized,1,3
hold endpoints to repair,0,0
setup endpoints to repair,1,2
[stage by stage]
| stage | hold slack (ns) | std cells | area (um2) |
|---|---|---|---|
| CTS | 0.5322 | 478 | 3990 |
| detailed placement | 0.5063 | 470 | 3880 |
| floorplan | 0.4768 | 308 | 3090 |
| global placement | 0.4934 | 470 | 3880 |
| finish | 0.5286 | 478 | 3995 |
| global route | 0.5544 | 478 | 3995 |
[cells in the mapped netlist (6+ instances only)]
master,instances,share of area
nor2b_1,9,0.018
mux4_2,16,0.12
nand2_1,17,0.021
buf_2,7,0.011
inv_1,19,0.023
mux2i_1,10,0.032
edfxtp_1,16,0.16
a21oi_1,7,0.011
nor2_1,39,0.047
clkbuf_1,9,0.011
ha_1,20,0.081
dfxtp_1,32,0.21
nand2b_1,6,0.012
a22oi_1,34,0.083
o21ai_0,9,0.015
[sequential cells by signal, indices dropped and copies added (netlist names)]
| signal | count |
|---|---|
| RegFile.rd1_data | 8 |
| RegFile.rd0_data | 8 |
| RegFile.storage | 32 |
[cell families after synthesis]
group / count (synthesis)
and+or+nand+nor: 89
AOI/OAI and AO/OA: 72
DFF: 48
buffers and inverters: 41
muxes: 32
adders and majority gates: 21
xor gates and xnor gates: 5
[cell type report]
class	count	area [um2]
multi-input combinational	219	1798
inverter	21	78.83
tap	99	123.9
timing repair buffer	83	762.0
fill	684	3374
clock buffer	5	68.82
clock inverter	3	42.54
sequential	48	1121
[layer usage]
metal / vias to the layer above / share of wire / global-route usage
li1: 1270 / - / -
met2: 85 / 0.48 / 0.2974
met3: 8 / 0.058 / 0.03007
met1: 1163 / 0.45 / 0.2833
met5: - / 0 / 0
met4: 0 / 0.011 / 0.03495
Power and IR drop assume default switching activity.
